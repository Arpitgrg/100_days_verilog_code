File: design/flow/design.v
`timescale 1ns / 1ps
module alu_full(
                input [8-1:0] a_in,
                input [8-1:0] b_in,
                input [3-1:0] op_code,
                output reg [8-1:0] y_out);
always@*
begin
    case(op_code)
    3'b000: y_out= a_in + b_in;
    3'b001: y_out= a_in - b_in;
    3'b010: y_out= a_in * b_in;
    3'b011: y_out= a_in / b_in;
    3'b100: y_out= a_in | b_in;
    3'b101: y_out= a_in ^ b_in;
    3'b110: y_out= a_in & b_in;
    2'b00: y_out= a_in;
    2'b01: y_out= a_in>>1;
    2'b10: y_out= a_in<<1;
    2'b11: y_out= ~a_in;
    default: y_out='b0;
    endcase
end                    
endmodule
File: design/flow/run.sh
#!/bin/bash
# OpenROAD 26Q1-2900-gdf79404cd8, Yosys 0.63+post, stock flow scripts
make -C /OpenROAD-flow-scripts/flow DESIGN_CONFIG=/design/flow/config.mk WORK_HOME=/design/flow/orfs finish
File: design/flow/config.mk
export PLATFORM = sky130hd
export DESIGN_NAME = alu_full
export DESIGN_NICKNAME = alu_full
export VERILOG_FILES = /design/flow/design.v
export SDC_FILE = /design/flow/constraint.sdc
export NUM_CORES = 4
export LEC_CHECK = 1
export CORE_UTILIZATION = 40
File: design/flow/constraint.sdc
current_design alu_full

set clk_period 21.0
set clk_io_pct 0.2

create_clock -name clk0 -period $clk_period

set non_clock_inputs [all_inputs -no_clocks]
set_input_delay [expr $clk_period * $clk_io_pct] -clock clk0 $non_clock_inputs
set_output_delay [expr $clk_period * $clk_io_pct] -clock clk0 [all_outputs]
==> qor.txt <==
run status: finished clean
Max IR drop VDD: 14.3 uV
max_cap viols: 0
Post-Syn Area: 3380 sq um
top layer used by detailed routing: met4
logic area: 3180 sq um
vias per cell: 5.52
fin crit share: 0.956
Global Route Usage Sum: 0.230
setup repair after global routing missed its margin: no
net switching share of the total power: 0.528
category of the most critical setup path: in2out
count of different cell masters after synthesis: 50
CP max FO: 11
Int Pwr: 64.8 uW
hold buffers post-CTS: 0
overall routed net length: 9390 um
Relative slew margins: 0.589
Worst EP required: 16.80 ns
Worst setup endpoint: y_out[0]
mean post-synth cell area: 7.47 sq um
effective utilization at floorplan: 0.412
total number of warnings across the stage logs: 45
height of the die: 94.0 um
leakage component of the power: 1.76 nW
cell type group with the largest total delay on the critical path: AND-OR/OR-AND gates
cell mode on critical path: ha_1
number of slew-limit violations in the final report: 0
Final min period: 20.08 ns
count of input and output buffers: 27
largest stage delay on the critical path: 0.64 ns
count of instantiated cells in the yosys netlist: 453
logic gate share of total power: 1.000
launching instance or port of the critical path: b_in[6]
die x size: 94.0 um
# fillers: 807
chip area estimate from yosys synthesis: 3380 sq um
wire length on met3: 492 um
part of the Yosys area used for sequential elements: 0
Setup Total Neg Slack: 0 ns
area after detailed placement: 3740 sq um
sum of net half-perimeters after detailed placement: 7520 um
number of buffer and inverter stages on the critical path: 2
sequential group share of total power: 0
pin slew with the least headroom to its limit: 0.616 ns
fraction of layout instances using a drive strength above 1: 0.0557
number of iterations in the first detailed-routing pass: 4
M1 WL: 4680 um
number of clock buffer instances in the layout: 0
number of gates on the worst path with buffers counted: 46
total core area: 8220 sq um
area of all placed cells without fillers: 3760 sq um
aggregate global routing overflow: 0
Mapped Cells: 453
via count of the first global-routing pass: 3035
maximum operating frequency: 49.8 MHz
top-level I/O count: 27
diode insertion count for antenna repair: 0
fraction of power consumed by the clock network: 0
total met2 wirelength after detailed routing: 4160 um
Die Outline Area: 8830 sq um
Critical Path End Type: output port
wire length of the first global-routing pass: 15400 um
total net switching power: 72.3 uW
drc violations: 0
Pwr Density: 36.5 nW/um^2
number of placement rows: 33
Slowest cell on crit path: clkdlybuf4s50_1
Synth Warn #: 1
Avg WL per Cell: 16.4 um
worst hold path class: in2out
CP startpoint kind: primary input
area growth from synthesis to layout: 11.1%
global placement routability congestion: 0.901
count of endpoints failing hold in the final timing report: 0
number of vias in the routed layout: 3156
combined flip-flop and latch cell area: 0 sq um
signal arrival time at the worst endpoint: 15.88 ns
antenna violations before repair: 0
number of routed nets with antenna violations: 0
largest net degree at the start of global routing: 27
sequential cell count: 0
Final setup viols: 0
number of DRC violations after detailed-routing iteration 0: 167
cell type report:
class | instances | area share
inverters | 40 | 0.0399
multi-input cells | 396 | 0.845
well taps | 105 | 0.0349
repair buffers | 31 | 0.0799
how the worst min path moves through the flow:
stage | start | endpoint | slack, ns | depth (start not counted)
after CTS | op_code[1] | y_out[2] | 9.64 | 5
after global routing | op_code[1] | y_out[2] | 9.71 | 5
final | op_code[1] | y_out[2] | 9.63 | 5
per-layer routing:
layer | track usage | up-vias
met5 | 0 | -
met1 | 0.341 | 1443
met3 | 0.0214 | 4
met2 | 0.380 | 78
li1 | - | 1631
met4 | 0.0179 | 0
power by group through the flow:
stage | sequential (mW) | combinational, mW | clock (mW)
after global routing | 0 | 0.154 | 0
after CTS | 0 | 0.137 | 0
final | 0 | 0.137 | 0
cell families (layout without fill, tap and decap cells):
group	Yosys count	in the layout	synth area share
AND/OR/NAND/NOR	127	127	0.172
AND-OR/OR-AND	123	123	0.243
adder cells (fa/ha/maj)	92	92	0.369
buffers and inverters	57	71	0.0658
XOR/XNOR	39	39	0.101
multiplexers	15	15	0.0499
synthesized netlist by cell type (all sizes together), types with 2 or more instances:
master  count  share of area
ha         79           0.29
nor2       59          0.065
inv        40          0.044
a21oi      34          0.050
xnor2      33          0.085
nand2      26          0.029
o21ai      26          0.038
clkbuf     15          0.017
o21a       15          0.033
fa         13          0.077
mux2       12          0.041
a21o        8          0.018
nor2b       8          0.015
a31oi       7          0.013
nor3        7          0.010
nand2b      6          0.011
o211ai      6          0.013
xor2        6          0.016
a211oi      5          0.011
nand3       4         0.0059
or3         4         0.0089
and2        3         0.0055
mux2i       3         0.0089
nor4b       3         0.0078
o211a       3         0.0089
or2         3         0.0055
a22oi       2         0.0044
a41oi       2         0.0052
and3        2         0.0037
buf         2         0.0048
o221ai      2         0.0052
stage by stage:
step                instances   util  total power [mW]  setup slack (ns)  hold WS, ns
floorplan                 453      -            0.0991              2.71         8.63
global placement          572  0.455             0.136             0.653         9.64
detailed placement        572  0.455             0.136             0.475         9.64
CTS                       572  0.455             0.137             0.415         9.64
global route              572  0.458             0.154            0.0385         9.71
finish                    572  0.458             0.137             0.915         9.63
timing repair:
action,CTS,global route
gates resized,0,3
buffers inserted,0,0
setup endpoints to repair,0,1
placed cells by master (no fill, tap or decap), types with 2 or more instances in the layout:
master | netlist | layout
ha_1 | 79 | 79
nor2_1 | 59 | 59
inv_1 | 40 | 40
a21oi_1 | 34 | 34
xnor2_1 | 33 | 33
clkdlybuf4s50_1 | 0 | 27
nand2_1 | 26 | 26
o21ai_0 | 23 | 23
o21a_1 | 15 | 15
fa_1 | 13 | 13
mux2_2 | 11 | 11
nor2b_1 | 8 | 8
a21o_1 | 8 | 8
a31oi_1 | 7 | 7
nand2b_1 | 6 | 6
o211ai_1 | 6 | 6
xor2_1 | 6 | 6
nor3_1 | 7 | 5
a211oi_1 | 5 | 5
nand3_1 | 4 | 4
buf_4 | 0 | 4
o211a_1 | 3 | 3
o21ai_1 | 3 | 3
or3_1 | 3 | 3
or2_2 | 3 | 3
mux2i_1 | 3 | 3
nor4b_1 | 3 | 3
and2_1 | 3 | 3
nor3_2 | 0 | 2
a22oi_1 | 2 | 2
o221ai_1 | 2 | 2
and3_1 | 2 | 2
No activity file was given, so power comes from the tool's default toggle rates.
