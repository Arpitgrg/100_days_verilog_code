### design.v
`timescale 1ns / 1ps
module up_down_counter(
    input clk,
    input rst,
    input up_or_down,
    output reg [3:0] count
    );
    always@(posedge clk ,negedge rst)
    begin
    if(!rst)
    count<='b0;
    else
        begin
        if(up_or_down)
        count<=count+'b1;
        else
        count<=count-'b1;
        end
    end
endmodule
### run.sh
#!/bin/bash
# OpenROAD 26Q1-2900-gdf79404cd8, Yosys 0.63+post, stock flow scripts
make -C /OpenROAD-flow-scripts/flow DESIGN_CONFIG=/design/flow/config.mk WORK_HOME=/design/flow/orfs finish
### config.mk
export PLATFORM = sky130hd
export DESIGN_NAME = up_down_counter
export DESIGN_NICKNAME = up_down_counter
export VERILOG_FILES = /design/flow/design.v
export SDC_FILE = /design/flow/constraint.sdc
export NUM_CORES = 4
export LEC_CHECK = 1
export CORE_AREA = 10 10 70 70
export DIE_AREA = 0 0 80 80
### constraint.sdc
current_design up_down_counter

set clk_period 2.1
set clk_io_pct 0.2

create_clock -name clk0 -period $clk_period [get_ports {clk}]

set non_clock_inputs [all_inputs -no_clocks]
set_input_delay [expr $clk_period * $clk_io_pct] -clock clk0 $non_clock_inputs
set_output_delay [expr $clk_period * $clk_io_pct] -clock clk0 [all_outputs]
==> notes.md <==
The following summarizes the physical implementation.

Outcome
The run finished with clean final reports.

Finish
In the final layout, the registers with the most flip-flops are count (4). The largest register by flop count is count. In the final layout, the share of cells above drive strength 1 is 0.174. The number of flip-flops under the largest register name is 4. The synthesis-to-finish area growth is 71.8%. The final design utilization is 0.0982.

Synthesis
For this run, the register share of the synthesized area comes to 0.513. After synthesis, the design contains 14 cells according to Yosys. The number of unique standard cell types used by synthesis is 8. Counting flops and latches in the post-synthesis netlist gives 4. According to the Yosys statistics, the synthesized design has a chip area of 195 sq um. The tally of yosys warning messages is 1. After synthesis the cells add up to 195 sq um. The gate count after technology mapping is 14.

For reference, the post-synthesis area per instance comes to 13.9 sq um.

Final timing
The final setup skew is 0.00213 ns. Across all hold checks on the routed design, the worst slack comes to 0.387 ns. The slew at the pin closest to its max-slew limit is 0.189 ns.

The worst setup margin is 0.464 ns. The final total negative setup slack is 0 ns. Counting pins that exceed their max-slew limit in the final report gives 0. In the finished design, the share of the clock period the worst path needs comes to 0.779. The final timing report lists a hold violation count of 0.

The smallest clock period supported by the final layout is computed as 1.64 ns. Per the slew report, the remaining headroom to the max-slew limit stands at 0.873. The final timing report counts setup violations totalling 0. Setup repair after global routing left no endpoint under its margin. The maximum clock rate is 611 MHz.

GRT
The initial antenna violation count is 0. The first global-routing pass estimated 779 um of wire. The aggregate global-route resource usage is 0.0176. The final global-route overflow total is 0. The via count of the first global-routing pass is 162. Entering global routing, the biggest net connects 5 pins.

Floorplan
Measured along the x axis, the die boundary spans 80 um. Row generation in the floorplan step produced 21 rows. The placeable core area is 3420 sq um.

The die covers 6400 sq um. The die span in y is 80 um. In this run the count of I/O pins placed on the die edge is 7. The floorplan core density is 0.0571.

Clocking
The clock passes through at most 2 buffers. In this run the number of H-tree levels came out at 1. In this run the post-CTS setup repair buffer count came out at 0.

The clock sink total is 4. The clock tree from TritonCTS is built. The later-pin clock latency in the skew report is 0.24 ns. The report lists the number of cells resized after CTS as 0. The number of buffers added by the clock tree synthesis step is 3.

After clock tree synthesis, the flow added hold-fix buffers numbering 0. Clock-pin slew was measured on the worst setup and hold paths at 0.04 ns. The tree is rooted in a sky130_fd_sc_hd__clkbuf_4.

Setup path
Of all nets on the critical path, the largest fanout is 3. STA classifies the critical path endpoint as a register. STA reports a reg2reg setup slack of 0.88 ns. The startpoint type of the worst setup path is an input port. For the worst setup path, the data arrival time is 1.80 ns. Traced cell by cell, the critical path runs through clkdlybuf4s50_1, inv_1, ha_1, a21o_1, a21oi_2, xnor2_1. The data required time reported for the critical path is 2.26 ns. In this design, the stage delay of the slowest critical-path cell is 0.51 ns. The critical path's slowest stage uses the library cell sky130_fd_sc_hd__clkdlybuf4s50_1. The start-to-end type of the worst setup path is in -> reg.

Detailed routing
The detail-routed via count per cell is 2.09. The iteration count recorded for the first detailed-route pass is 2. The total length of routed wires is 461 um.

The number of DRC violations after detailed routing is 0. The routed wire length per instance is 6.68 um. The routed design ends up with an antenna cell count of 0. Per the post-route antenna check, the number of violating nets is 0. The routed layout has 144 vias. The number of DRC violations after detailed-routing iteration 0 is 4.

Power
The analysis reports a worst IR drop on VDD of 0.192 mV. The static leakage is 0.136 nW. The post-route total power is 375 uW. The power density over the cells is 1120 nW/um^2.

Placement
The setup slack at placement is 0.248 ns. Routability-driven placement finished with a final weighted congestion of 0.762. Port buffering added 6 buffers.

Run
Max-cap violations in this run came to 0. The stage logs contain a warning count of 25.

Hold path
In this run the worst hold path is classified as in -> async.
-- worst max-delay path, delay by kind of cell --
kind | cells | cell delay [ns]
AND-OR/OR-AND | 2 | 0.33
XOR/XNOR | 1 | 0.12
adder cells (fa/ha/maj) | 1 | 0.31
buffers and inverters | 2 | 0.61
-- path summary, 6_finish.rpt --
check | startpoint | endpoint | cells after the start
max in group asynchronous | rst | count[0] | 1
worst min register to register | count[0] | count[0] | 1
worst min-delay path | rst | count[3] | 1
worst max-delay path | up_or_down | count[3] | 6
min in group clk0 | count[0] | count[0] | 1
worst max register to register | count[1] | count[3] | 4
-- stage by stage --
| stage | std cells | cell area [sq um] |
|---|---|---|
| floorplan | 14 | 195 |
| global placement | 66 | 313 |
| detailed placement | 66 | 313 |
| CTS | 69 | 335 |
| global route | 69 | 335 |
| finish | 69 | 335 |
-- cells by family (layout without fill, tap and decap cells) --
logic type               Yosys count  after routing  share of synthesized area
flip-flops                         4              4                      0.513
adder cells (fa/ha/maj)            3              3                      0.231
XOR/XNOR                           3              3                      0.135
AND-OR/OR-AND                      2              2                     0.0834
buffers and inverters              2             11                     0.0385
-- routing by layer --
layer,vias to the layer above,routed length [um],GRT usage
met4,0,0,0.00176
met5,-,0,0
met3,0,142,0.0295
li1,63,-,-
met1,72,184,0.0181
met2,9,134,0.0177
-- area by class of cell --
type | instances | area [sq um]
well taps | 46 | 57.6
multi-input cells | 8 | 87.6
flip-flops and latches | 4 | 100
repair buffers | 6 | 60.1
fillers | 400 | 3080
inverters | 2 | 7.51
clock buffers | 3 | 22.5
-- synthesized netlist by cell type --
master | instances | area share
sky130_fd_sc_hd__a21oi_2 | 1 | 0.045
sky130_fd_sc_hd__xnor2_1 | 2 | 0.090
sky130_fd_sc_hd__a21o_1 | 1 | 0.038
sky130_fd_sc_hd__inv_1 | 2 | 0.038
sky130_fd_sc_hd__dfrtp_1 | 4 | 0.51
sky130_fd_sc_hd__ha_1 | 2 | 0.13
sky130_fd_sc_hd__xor2_1 | 1 | 0.045
sky130_fd_sc_hd__fa_1 | 1 | 0.10
-- power by group --
part,internal (mW),switching (mW),leakage (nW)
clock network,0.0638,0.0304,0.0138
registers,0.109,0.0207,0.0496
logic,0.101,0.0497,0.0728
-- cell usage in the layout, fill, tap and decap left out, drive strengths merged --
master / Yosys / final
a21o: 1 / 1
dfrtp: 4 / 4
xnor2: 2 / 2
a21oi: 1 / 1
clkbuf: 0 / 3
clkdlybuf4s50: 0 / 6
fa: 1 / 1
ha: 2 / 2
inv: 2 / 2
xor2: 1 / 1
Power is estimated from default activity; no workload was simulated.
