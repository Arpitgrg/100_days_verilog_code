File: flow/design.v
`timescale 1ns / 1ps
module shift_operator(
input clk,
input [7:0] d_in,
input reset_n,
input shift_n,
output reg [7:0] q_out
);
always @(posedge clk, negedge reset_n)
begin
if(!reset_n)
begin
q_out <= 'b0;
end
else 
begin
    if(!shift_n)
        q_out <= d_in <<1'b1;
    else 
        q_out <= d_in >> 1'b1;
end
end
endmodule
File: flow/run.sh
#!/bin/bash
# OpenROAD 26Q1-2900-gdf79404cd8, Yosys 0.63+post, stock flow scripts
make -C /OpenROAD-flow-scripts/flow DESIGN_CONFIG=/design/flow/config.mk WORK_HOME=/design/flow/orfs finish
File: flow/config.mk
export PLATFORM = sky130hd
export DESIGN_NAME = shift_operator
export DESIGN_NICKNAME = shift_operator
export VERILOG_FILES = /design/flow/design.v
export SDC_FILE = /design/flow/constraint.sdc
export NUM_CORES = 4
export LEC_CHECK = 1
export CORE_AREA = 10 10 70 70
export DIE_AREA = 0 0 80 80
File: flow/constraint.sdc
current_design shift_operator

set clk_period 1.0
set clk_io_pct 0.2

create_clock -name clk0 -period $clk_period [get_ports {clk}]

set non_clock_inputs [all_inputs -no_clocks]
set_input_delay [expr $clk_period * $clk_io_pct] -clock clk0 $non_clock_inputs
set_output_delay [expr $clk_period * $clk_io_pct] -clock clk0 [all_outputs]
==> results.py <==
# Generated from Yosys and OpenROAD reports
metrics = {
    "run_status": {
        "run_status": "complete, no violations",
    },
    "floorplanning": {
        "initCoreUtil": 0.0930,
        "die_y_um": 80,
        "fp.dieW_um": 80,
        "rows": 21,
        "core_um2": 3420,
        "io_pins": 19,
        "die_area_um2": 6400,
    },
    "critical_path": {
        "required_ns": 0.80,
        "path_cells": "clkdlybuf4s15_1",
        "cpPeakStageDelay_ns": 0.36,
        "critPathSlowestCell": "dfrtp_1",
        "arrival_ns": 0.77,
        "critical_path_class": "reg -> out",
        "crit_path_start_kind": "register",
        "worst-path-buf-inv": 1,
        "critPathTopFamily": "flip-flops",
        "crit_path_max_fanout": 1,
        "worstSetupEndpointType": "output pin",
    },
    "final_timing": {
        "rsz0062_at_grt": "no",
        "drv_slew": 0,
        "max_slew_margin": 0.780,
        "min_period_ns": 0.969,
        "setup-tns-final_ns": 0,
        "worst_pin_slew_ns": 0.329,
        "finalCritPeriodShare": 0.969,
        "hold_viol_final": 0,
        "fmax_mhz": 1030,
        "setup_viol": 0,
    },
    "clock_network": {
        "cts_tree": "built",
        "cts_inserted_buffers": 3,
        "clkSlewWorstSetupHoldPaths_ns": 0.04,
        "post_cts_buffers": 0,
        "root_buffer": "clkbuf_4",
        "cts_buffer_depth": 2,
        "cts_sinks": 8,
        "htree_levels": 1,
    },
    "drt": {
        "wl_per_cell_um": 8.68,
        "ant_nets": 0,
        "drc": 0,
        "n_antenna_cell": 0,
        "wirelength_um": 738,
        "via_per_inst": 2.28,
        "drt_iter0_drc": 1,
        "via_count": 194,
        "first_pass_iters": 2,
    },
    "power_and_ir_drop": {
        "peakVddDrop_uv": 210,
        "p_leak_uw": 0.000261,
        "p_per_area_nw_per_um2": 1240,
    },
    "yosys": {
        "ys_cells": 17,
        "avgSynthCellArea_um2": 18.7,
        "syn_inst": 17,
        "ys_ff": 8,
        "yosysUniqueCellTypes": 5,
        "yosysWarnings": 1,
        "synth_seq_share": 0.630,
        "ys_area_um2": 318,
        "syn_area_um2": 318,
    },
    "finish": {
        "drive_above_1_share": 0.487,
        "biggestRegsByFlops": "q_out (8)",
        "final_util": 0.163,
        "largest_register": "q_out",
        "area_growth_pct": 75.6,
        "largest_reg_flops": 8,
        "n_fill_cell": 393,
    },
    "run": {
        "warnings": 25,
        "maxCapViolCount": 0,
    },
    "global_routing": {
        "grt_max_degree": 9,
        "grt_pass1_wl_um": 1110,
        "first_global_vias": 231,
        "antenna_found_initial": 0,
        "grt_usage": 0.0219,
        "overflow": 0,
    },
    "place": {
        "gp_congestion": 0.650,
        "io_buffer_count": 18,
    },
    "hold_path": {
        "hp-class": "in -> async",
    },
}
worst max-delay path by stage:
stage	from	end	cells after the start
6_report	q_out[4]$_DFF_PN0_	q_out[4]	1
5_1_grt	q_out[4]$_DFF_PN0_	q_out[4]	1
4_1_cts	q_out[7]$_DFF_PN0_	q_out[7]	1
repair_timing:
item,4_1_cts,5_1_grt
resized,16,8
endpoints found under the setup margin,8,12
hold buffers,0,0
pin swaps,0,0
final cells by class:
cell class	instances	area, um2	area share
flip-flops and latches	8	200	0.359
repair buffers	20	171	0.307
multi-input cells	8	106	0.191
well taps	46	57.6	0.103
clock buffers	3	22.5	0.0404
stage by stage:
| stage | setup WS (ns) | hold slack [ns] | instance area [um2] | total power (uW) | cells |
|---|---|---|---|---|---|
| after floorplan | 0.272 | -0.0956 | 318 | 396 | 17 |
| after global placement | -0.246 | 0.489 | 559 | 497 | 82 |
| after detailed placement | -0.256 | 0.491 | 559 | 498 | 82 |
| after CTS | 0.00354 | 0.229 | 582 | 719 | 85 |
| after global routing | 0.00188 | 0.253 | 558 | 730 | 85 |
| final | 0.0308 | 0.224 | 558 | 691 | 85 |
routing by layer:
metal	wire length (um)	global-route usage	vias to the layer above
met4	24	0.0141	0
met1	261	0.0210	84
met3	26	0.00341	2
li1	-	-	101
met5	0	0	-
met2	425	0.0417	7
report_power, final:
part / switching (uW) / total (uW) / internal [uW]
Sequential: 5.36 / 353 / 347
Clock: 84.8 / 220 / 136
Combinational: 30.2 / 118 / 88.0
synthesized netlist by cell type, drive strengths merged:
cell	number	share of area
mux2	6	0.28
dfrtp	8	0.63
buf	1	0.035
and2	1	0.024
and2b	1	0.028
placed cells by master, fill, tap and decap left out:
cell,instances
dfrtp_1,8
and2_2,1
clkbuf_2,6
clkdlybuf4s50_1,9
clkbuf_4,3
buf_4,1
and2b_2,1
buf_6,1
dlymetal6s2s_1,1
mux2_4,6
clkdlybuf4s15_1,2
cell families after synthesis:
group,after synthesis,synth area share
DFF,8,0.630
muxes,6,0.283
and+or+nand+nor,2,0.0512
buffers and inverters,1,0.0354
Power and IR drop assume default switching activity.
